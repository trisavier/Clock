$ cat ./run.sh
#!/bin/bash
# OpenROAD 26Q1-2900-gdf79404cd8, Yosys 0.63+post, stock flow scripts
make -C /OpenROAD-flow-scripts/flow DESIGN_CONFIG=/design/flow/config.mk WORK_HOME=/design/flow/orfs finish
$ cat ./config.mk
export PLATFORM = sky130hd
export DESIGN_NAME = top
export DESIGN_NICKNAME = top
export VERILOG_FILES = /design/flow/design.v
export SDC_FILE = /design/flow/constraint.sdc
export NUM_CORES = 4
export LEC_CHECK = 1
export CORE_UTILIZATION = 50
$ cat ./constraint.sdc
current_design top

set clk_period 11.7
set clk_io_pct 0.2

create_clock -name clk0 -period $clk_period [get_ports {CLOCK_50}]

set non_clock_inputs [all_inputs -no_clocks]
set_input_delay [expr $clk_period * $clk_io_pct] -clock clk0 $non_clock_inputs
set_output_delay [expr $clk_period * $clk_io_pct] -clock clk0 [all_outputs]
$ cat ./design.v
module clock(
    input clk_1Hz,                       
    input reset,                         
    input set_time_mode,                
    input inc_minutes,                  
    input inc_hours,                    
    input inc_seconds,                 
    input stopwatch_mode,              
    input start_stopwatch,             
    input stop_stopwatch,              
    input reset_stopwatch,             
    input timer_mode,                  
    input set_timer_mode,              
    input inc_timer_hours,             
    input inc_timer_minutes,           
    input inc_timer_seconds,           
    input start_timer,                 
    input stop_timer,                  
    input reset_timer,                 
    input set_alarm_mode,              
    input inc_alarm_hours,             
    input inc_alarm_minutes,           
    input alarm_reset,                 
    output reg [5:0] seconds,           
    output reg [5:0] minutes,           
    output reg [4:0] hours,             
    output reg [5:0] stopwatch_seconds,  
    output reg [5:0] stopwatch_minutes,  
    output reg [4:0] stopwatch_hours,    
    output reg [5:0] timer_seconds,      
    output reg [5:0] timer_minutes,      
    output reg [4:0] timer_hours,        
    output reg is_stopwatch_running,     
    output reg is_timer_running,         
    output reg timer_done,               
    output reg alarm_trigger,            
    output reg [4:0] debug_alarm_hours,    
    output reg [5:0] debug_alarm_minutes,  
    output reg [4:0] alarm_hours,          
    output reg [5:0] alarm_minutes         
);
    reg stopwatch_running = 0;          
    reg timer_running = 0;              
    reg prev_start_stopwatch = 0;
    reg prev_stop_stopwatch = 0;
    reg prev_reset_stopwatch = 0;
    reg prev_start_timer = 0;
    reg prev_stop_timer = 0;
    reg prev_reset_timer = 0;
    reg prev_alarm_reset = 0;
    always @(posedge clk_1Hz or posedge reset) begin
        if (reset) begin
            seconds <= 0;
            minutes <= 0;
            hours <= 0;
            stopwatch_seconds <= 0;
            stopwatch_minutes <= 0;
            stopwatch_hours <= 0;
            stopwatch_running <= 0;
            is_stopwatch_running <= 0;
            timer_seconds <= 0;
            timer_minutes <= 0;
            timer_hours <= 0;
            timer_running <= 0;
            is_timer_running <= 0;
            timer_done <= 0;
            alarm_hours <= 0;
            alarm_minutes <= 0;
            alarm_trigger <= 0;
            prev_start_stopwatch <= 0;
            prev_stop_stopwatch <= 0;
            prev_reset_stopwatch <= 0;
            prev_start_timer <= 0;
            prev_stop_timer <= 0;
            prev_reset_timer <= 0;
            prev_alarm_reset <= 0;
            debug_alarm_hours <= 0;
            debug_alarm_minutes <= 0;
        end else begin
            if (stopwatch_mode && !set_alarm_mode) begin
                if (start_stopwatch && !prev_start_stopwatch)
                    stopwatch_running <= 1;
                if (stop_stopwatch && !prev_stop_stopwatch)
                    stopwatch_running <= 0;
					 if (reset_stopwatch && !prev_reset_stopwatch) begin
                    stopwatch_seconds <= 0;
                    stopwatch_minutes <= 0;
                    stopwatch_hours <= 0;
                    stopwatch_running <= 0;
                end
            end
            prev_start_stopwatch <= start_stopwatch;
            prev_stop_stopwatch <= stop_stopwatch;
            prev_reset_stopwatch <= reset_stopwatch;
            if (set_timer_mode && !set_alarm_mode) begin
                if (inc_timer_seconds)
                    timer_seconds <= (timer_seconds == 6'd59) ? 0 : timer_seconds + 1;
                if (inc_timer_minutes)
                    timer_minutes <= (timer_minutes == 6'd59) ? 0 : timer_minutes + 1;
                if (inc_timer_hours)
                    timer_hours <= (timer_hours == 5'd23) ? 0 : timer_hours + 1;
                timer_done <= 0;
            end
            if (timer_mode && !set_alarm_mode) begin
                if (start_timer && !prev_start_timer) begin
                    timer_running <= 1;
                    timer_done <= 0;
                end
                if (stop_timer && !prev_stop_timer)
                    timer_running <= 0;
                if (reset_timer && !prev_reset_timer) begin
                    timer_hours <= 0;
                    timer_minutes <= 0;
                    timer_seconds <= 0;
                    timer_running <= 0;
                    timer_done <= 0;
                end
            end
            prev_start_timer <= start_timer;
            prev_stop_timer <= stop_timer;
            prev_reset_timer <= reset_timer;
            if (set_time_mode && !set_alarm_mode) begin
                if (inc_minutes)
                    minutes <= (minutes == 6'd59) ? 0 : minutes + 1;
                if (inc_hours)
                    hours <= (hours == 5'd23) ? 0 : hours + 1;
                if (inc_seconds)
                    seconds <= (seconds == 6'd59) ? 0 : seconds + 1;
            end
            if (!set_time_mode && !set_alarm_mode) begin
                if (seconds == 6'd59) begin
                    seconds <= 0;
                    if (minutes == 6'd59) begin
                        minutes <= 0;
                        if (hours == 5'd23)
                            hours <= 0;
                        else
                            hours <= hours + 1;
                    end else begin
                        minutes <= minutes + 1;
                    end
                end else begin
                    seconds <= seconds + 1;
                end
            end
            if (stopwatch_mode && stopwatch_running && !set_alarm_mode) begin
                if (stopwatch_seconds == 6'd59) begin
                    stopwatch_seconds <= 0;
                    if (stopwatch_minutes == 6'd59) begin
                        stopwatch_minutes <= 0;
                        if (stopwatch_hours == 5'd23)
                            stopwatch_hours <= 0;
                        else
                            stopwatch_hours <= stopwatch_hours + 1;
                    end else begin
                        stopwatch_minutes <= stopwatch_minutes + 1;
                    end
                end else begin
                    stopwatch_seconds <= stopwatch_seconds + 1;
                end
            end
            if (timer_mode && timer_running && !timer_done && !set_alarm_mode) begin
                if (timer_hours == 0 && timer_minutes == 0 && timer_seconds == 0) begin
                    timer_done <= 1;
                    timer_running <= 0;
                end else begin
                    if (timer_seconds == 0) begin
                        timer_seconds <= 6'd59;
                        if (timer_minutes == 0) begin
                            timer_minutes <= 6'd59;
                            if (timer_hours != 0)
                                timer_hours <= timer_hours - 1;
                        end else begin
                            timer_minutes <= timer_minutes - 1;
                        end
                    end else begin
                        timer_seconds <= timer_seconds - 1;
                    end
                end
            end
            if (set_alarm_mode) begin
                if (inc_alarm_hours)
                    alarm_hours <= (alarm_hours == 5'd23) ? 0 : alarm_hours + 1;
                if (inc_alarm_minutes)
                    alarm_minutes <= (alarm_minutes == 6'd59) ? 0 : alarm_minutes + 1;
                alarm_trigger <= 0;
            end
            if (!alarm_trigger && !set_alarm_mode) begin
                if (hours == alarm_hours && minutes == alarm_minutes && seconds == 0)
                    alarm_trigger <= 1;
            end
            if (alarm_reset && !prev_alarm_reset)
                alarm_trigger <= 0;
            prev_alarm_reset <= alarm_reset;
            is_stopwatch_running <= stopwatch_running;
            is_timer_running <= timer_running;
            debug_alarm_hours <= alarm_hours;
            debug_alarm_minutes <= alarm_minutes;
        end
    end
endmodule
module top(
    input CLOCK_50,                      
    input [17:0] SW,                     
    input [3:0] KEY,                     
    output [6:0] HEX0, HEX1, HEX2,       
                   HEX3, HEX4, HEX5,
    output [17:0] LEDR                  
);
	reg [19:0] debounce_counter;
	reg debounced_reset;
	always @(posedge CLOCK_50) begin
		 if (~KEY[0]) begin
			  debounce_counter <= 0;
			  debounced_reset <= 1;  
		 end else begin
			  if (debounce_counter < 500_000) begin  
					debounce_counter <= debounce_counter + 1;
					debounced_reset <= 1;
			  end else begin
					debounced_reset <= 0;
			  end
		 end
	end
	wire reset = debounced_reset;
	reg [25:0] counter;
	reg clk_1Hz;
	always @(posedge CLOCK_50 or posedge reset) begin
		 if (reset) begin
			  counter <= 0;
			  clk_1Hz <= 0;
		 end else if (counter == 25_000_000) begin
			  counter <= 0;
			  clk_1Hz <= ~clk_1Hz;  
		 end else begin
			  counter <= counter + 1;
		 end
	end
	wire [5:0] seconds, minutes, stopwatch_seconds, stopwatch_minutes, timer_seconds, timer_minutes;
	wire [4:0] hours, stopwatch_hours, timer_hours;
	wire [5:0] alarm_minutes;
	wire [4:0] alarm_hours;
	wire alarm_trigger;
	wire [4:0] debug_alarm_hours;
	wire [5:0] debug_alarm_minutes;
	wire stopwatch_mode = SW[1];
	wire timer_mode = SW[2] && !SW[3];
	wire set_timer_mode = SW[3];
	wire set_time_mode = SW[0];
	wire alarm_display_mode = SW[4];
	wire set_alarm_mode = SW[5];
	wire timer_display_mode = timer_mode || set_timer_mode;
	wire key1_pressed = ~KEY[1];
	wire key2_pressed = ~KEY[2];
	wire key3_pressed = ~KEY[3];
	clock clock_inst(
		 .clk_1Hz(clk_1Hz),
		 .reset(reset),
		 .set_time_mode(set_time_mode),
		 .inc_minutes(key1_pressed && set_time_mode),
		 .inc_hours(key2_pressed && set_time_mode),
		 .inc_seconds(key3_pressed && set_time_mode),
		 .stopwatch_mode(stopwatch_mode),
		 .start_stopwatch(stopwatch_mode && key3_pressed),
		 .stop_stopwatch(stopwatch_mode && key2_pressed),
		 .reset_stopwatch(stopwatch_mode && key1_pressed),
		 .timer_mode(timer_mode),
		 .set_timer_mode(set_timer_mode),
		 .inc_timer_hours(set_timer_mode && key2_pressed),
		 .inc_timer_minutes(set_timer_mode && key1_pressed),
		 .inc_timer_seconds(set_timer_mode && key3_pressed),
		 .start_timer(timer_mode && key3_pressed),
		 .stop_timer(timer_mode && key2_pressed),
		 .reset_timer(timer_mode && key1_pressed),
		 .set_alarm_mode(set_alarm_mode),
		 .inc_alarm_hours(set_alarm_mode && key2_pressed),
		 .inc_alarm_minutes(set_alarm_mode && key1_pressed),
		 .alarm_reset(key3_pressed),
		 .seconds(seconds), .minutes(minutes), .hours(hours),
		 .stopwatch_seconds(stopwatch_seconds), .stopwatch_minutes(stopwatch_minutes), .stopwatch_hours(stopwatch_hours),
		 .timer_seconds(timer_seconds), .timer_minutes(timer_minutes), .timer_hours(timer_hours),
		 .is_stopwatch_running(), .is_timer_running(), .timer_done(),
		 .alarm_trigger(alarm_trigger),
		 .debug_alarm_hours(debug_alarm_hours),
		 .debug_alarm_minutes(debug_alarm_minutes),
		 .alarm_hours(alarm_hours),
		 .alarm_minutes(alarm_minutes)
	);
	wire [5:0] display_sec = (alarm_display_mode || set_alarm_mode) ? 6'd0 :
									 stopwatch_mode ? stopwatch_seconds :
									 timer_display_mode ? timer_seconds : seconds;
	wire [5:0] display_min = (alarm_display_mode || set_alarm_mode) ? alarm_minutes :
									 stopwatch_mode ? stopwatch_minutes :
									 timer_display_mode ? timer_minutes : minutes;
	wire [4:0] display_hr  = (alarm_display_mode || set_alarm_mode) ? alarm_hours :
									 stopwatch_mode ? stopwatch_hours :
									 timer_display_mode ? timer_hours : hours;
	wire [3:0] sec_ones = display_sec % 10;
	wire [3:0] sec_tens = display_sec / 10;
	wire [3:0] min_ones = display_min % 10;
	wire [3:0] min_tens = display_min / 10;
	wire [3:0] hr_ones  = display_hr % 10;
	wire [3:0] hr_tens  = display_hr / 10;
    reg [6:0] hex0_out, hex1_out, hex2_out, hex3_out, hex4_out, hex5_out;
    always @(*) begin
        case (sec_ones)
            4'd0: hex0_out = 7'b1000000;
            4'd1: hex0_out = 7'b1111001;
            4'd2: hex0_out = 7'b0100100;
            4'd3: hex0_out = 7'b0110000;
            4'd4: hex0_out = 7'b0011001;
            4'd5: hex0_out = 7'b0010010;
            4'd6: hex0_out = 7'b0000010;
            4'd7: hex0_out = 7'b1111000;
            4'd8: hex0_out = 7'b0000000;
            4'd9: hex0_out = 7'b0010000;
            default: hex0_out = 7'b1111111;
        endcase
        case (sec_tens)
            4'd0: hex1_out = 7'b1000000;
            4'd1: hex1_out = 7'b1111001;
            4'd2: hex1_out = 7'b0100100;
            4'd3: hex1_out = 7'b0110000;
            4'd4: hex1_out = 7'b0011001;
            4'd5: hex1_out = 7'b0010010;
            4'd6: hex1_out = 7'b0000010;
            4'd7: hex1_out = 7'b1111000;
            4'd8: hex1_out = 7'b0000000;
            4'd9: hex1_out = 7'b0010000;
            default: hex1_out = 7'b1111111;
        endcase
        case (min_ones)
            4'd0: hex2_out = 7'b1000000;
            4'd1: hex2_out = 7'b1111001;
            4'd2: hex2_out = 7'b0100100;
            4'd3: hex2_out = 7'b0110000;
            4'd4: hex2_out = 7'b0011001;
            4'd5: hex2_out = 7'b0010010;
            4'd6: hex2_out = 7'b0000010;
            4'd7: hex2_out = 7'b1111000;
            4'd8: hex2_out = 7'b0000000;
            4'd9: hex2_out = 7'b0010000;
            default: hex2_out = 7'b1111111;
        endcase
        case (min_tens)
            4'd0: hex3_out = 7'b1000000;
            4'd1: hex3_out = 7'b1111001;
            4'd2: hex3_out = 7'b0100100;
            4'd3: hex3_out = 7'b0110000;
            4'd4: hex3_out = 7'b0011001;
            4'd5: hex3_out = 7'b0010010;
            4'd6: hex3_out = 7'b0000010;
            4'd7: hex3_out = 7'b1111000;
            4'd8: hex3_out = 7'b0000000;
            4'd9: hex3_out = 7'b0010000;
            default: hex3_out = 7'b1111111;
        endcase
        case (hr_ones)
            4'd0: hex4_out = 7'b1000000;
            4'd1: hex4_out = 7'b1111001;
            4'd2: hex4_out = 7'b0100100;
            4'd3: hex4_out = 7'b0110000;
            4'd4: hex4_out = 7'b0011001;
            4'd5: hex4_out = 7'b0010010;
            4'd6: hex4_out = 7'b0000010;
            4'd7: hex4_out = 7'b1111000;
            4'd8: hex4_out = 7'b0000000;
            4'd9: hex4_out = 7'b0010000;
            default: hex4_out = 7'b1111111;
        endcase
        case (hr_tens)
            4'd0: hex5_out = 7'b1000000;
            4'd1: hex5_out = 7'b1111001;
            4'd2: hex5_out = 7'b0100100;
            4'd3: hex5_out = 7'b0110000;
            4'd4: hex5_out = 7'b0011001;
            4'd5: hex5_out = 7'b0010010;
            4'd6: hex5_out = 7'b0000010;
            4'd7: hex5_out = 7'b1111000;
            4'd8: hex5_out = 7'b0000000;
            4'd9: hex5_out = 7'b0010000;
            default: hex5_out = 7'b1111111;
        endcase
    end
	assign HEX0 = hex0_out;  
	assign HEX1 = hex1_out;  
	assign HEX2 = hex2_out;  
	assign HEX3 = hex3_out;  
	assign HEX4 = hex4_out;  
	assign HEX5 = hex5_out;  
	assign LEDR[4] = SW[4];  
	assign LEDR[5] = SW[5];  
	assign LEDR[1] = ~KEY[1];  
	assign LEDR[2] = ~KEY[2];
	assign LEDR[3] = ~KEY[3];
	assign LEDR[0] = alarm_trigger;  
	assign LEDR[10:6] = debug_alarm_hours;  
	assign LEDR[16:11] = debug_alarm_minutes;  
	assign LEDR[17] = clk_1Hz;  
endmodule
==> summary.txt <==
Implementation progress

The ratio of routed vias to standard cells stands at 5.65. The slowest stage of the critical path is the sky130_fd_sc_hd__nor2_2 cell. The final total negative setup slack stands at 0 ns. The synthesis report lists the most area-consuming cells as sky130_fd_sc_hd__dfrtp_1 30%, sky130_fd_sc_hd__ha_1 7.0%, sky130_fd_sc_hd__nand2_1 4.8%, sky130_fd_sc_hd__dfxtp_1 4.5%, sky130_fd_sc_hd__o21ai_0 4.1%. Counting pins that exceed their max-slew limit in the final report gives 0. In this run the tool buffered the top-level ports with 69 buffer cells. Counting stages on the worst path, the most repeated cell is sky130_fd_sc_hd__ha_1. The deepest level of the CTS H-tree stands at 2. The number of storage elements in the synthesis netlist stands at 132. Once the clock tree was built, the resizer swapped 0 gates to a different size.

Per the final timing report, the hold violations number 0. The wire-length estimate of the detail-placed layout is 14900 µm. The static leakage stands at 0.00446 µW. From synthesis to final layout, the design area changed by 9.48%. The worst setup path is launched from an input port. The cell sequence reported for the critical path is clkdlybuf4s50_1 > buf_4 > nor2_2 > a211o_1 > and2_1 > inv_2 > ha_1 > nand2b_1 > ha_1 > nand2b_1 > a211oi_2 > a2bb2oi_2 > o31ai_1 > o22ai_4 > nand3_1 > and3_1 > xnor2_2 > inv_1 > ha_1 > a21oi_1 > a211o_1 > clkdlybuf4s50_1. For the worst reg-to-reg path, the endpoint reported by OpenROAD is debounce_counter[16]. The cell count listed in synth_stat.txt stands at 1100. For this run the aggregate overflow at the end of global routing stands at 0.

Across the whole layout, storage elements account for 3200 µm². By instance count, the leading cell after synthesis is sky130_fd_sc_hd__nand2_1. The number of flops mapped to enable cells by yosys stands at 0. The count of unresolved DRC violations after routing stands at 0. Max fanout on the critical path was recorded as 18. Broken down by cell family, the worst path's largest delay share belongs to simple AND/OR/NAND/NOR gates. The largest buffer count on any clock path stands at 2. The report puts the cell count of the worst reg-to-reg path at 10. The highest clock rate stands at 0.0943 GHz. The max-slew check reports its worst relative slack as 0.375. The global routing met3 resource utilization stands at 0.0113.

The maximum ir drop on the vdd rail stands at 140 µV. The first global-routing pass estimated 34300 µm of wire. After detailed routing, the total wire length is 20100 µm. The violation count after the first detailed-routing iteration stands at 535. Looking at the worst setup and hold paths, the clock pins of their registers show a slew of 0.06 ns. Yosys mapped the design onto 95 distinct sky130hd cell types. The boundary pin count stands at 83. The number of logged tool warnings stands at 64. The CTS buffer count stands at 5. A synthesized cell averages 8.55 µm². The final antenna diode tally reported by the flow is 0.

The final hold slack stands at 0.114 ns. The internal cell power stands at 307 µW. Per the timing report, the most critical flop-to-flop path originates at debounce_counter[7]. The number of unconstrained endpoints stands at 96. The script reports the combined buffer and inverter count of the critical path as 5.

Setup repair after global routing left no endpoint under its margin. The worst register-to-register path has a setup slack of 9.34 ns. The area of the multi-input gates stands at 5710 µm². The switching portion of total power stands at 0.282. On the final layout, the worst clock skew is 0.00671 ns.

The share of Yosys cell area claimed by the top area cell type stands at 0.295. The post-cts hold buffer count stands at 0. The cell area that synthesis handed to floorplanning was 9410 µm². TritonCTS built the clock tree. The core region is 18200 µm². The clock period could shrink to 10.61 ns. The critical path required time stands at 9.36 ns.

Per the finish-stage timing summary, setup violations number 0. The count of standard-cell rows stands at 49. At the end of routability-driven placement, the weighted congestion stood at 0.897. The post-CTS setup buffer count stands at 0. Per the OpenROAD floorplan log, the area of the die is 19400 µm².

For this sky-water flow run, the detailed-routed wirelength per cell is reported as 14.7 µm. The number of violations of the max-capacitance limit stands at 0. The number of fill cells stands at 1646. The core utilization before placement stands at 0.517. Per the synth stats, the flop cell with the highest instance count is sky130_fd_sc_hd__dfrtp_1.

The clock group share of total power stands at 0.317. Entering global routing, the biggest net connects 86 pins. The layer flagged by global routing as most heavily used is met1.

The run finished with clean final reports. Summed over all instances, the cell type with the most area after synthesis is sky130_fd_sc_hd__dfrtp_1. The global router's overall resource usage stands at 0.219. The share of total power dissipated in sequential elements is 0.390. The timer found 84 register pins that no clock reaches; their paths are not timed.

The share of layout cells above drive strength 1 stands at 0.0618. From left edge to right edge, the die measures 139 µm. The data arrival at the endpoint of the critical path stands at 8.27 ns.

For this run, global-route usage on met1 was measured as 0.370. The overall via count from detail_route stands at 7692. The script computed a power per unit cell area of 41.6 nW/µm². The number of antenna violations at the first check in global routing stands at 0. STA reports the tightest min-delay check as being of type reg -> async.

The switching component of the power was reported as 121 µW. For reference, the top cells by count after synthesis are 120 x sky130_fd_sc_hd__nand2_1, 111 x sky130_fd_sc_hd__dfrtp_1, 100 x sky130_fd_sc_hd__nor2_1. The combinational group share of total power stands at 0.293. The delay of the slowest cell on the worst path stands at 0.63 ns. The synthesis report lists the Yosys warning total as 2.

The first detailed-routing pass took 23 iterations. The final timing summary puts the cycle share of the worst path at 0.907. The async set-reset flop share out of synthesis stands at 0.841.

The summed standard-cell area reported by yosys stands at 9410 µm². The final antenna-violating net count stands at 0. The tree is rooted in a sky130_fd_sc_hd__clkbuf_16. Per Yosys stat, the portion of area used by sequential elements is 0.340. As reported, the later end of the worst-skew pair has a clock insertion delay of 0.29 ns.

For met2 alone, demand over resource in global routing was 0.338. The number of global-route vias before repair stands at 6927. The post-synthesis cell count stands at 1100. STA classifies the critical path endpoint as an output pin.

The worst setup path is of the in -> out kind. The pin closest to its max-slew limit shows a slew of 0.929 ns. Measured along the y axis, the die boundary spans 139 µm.
## cell type report
cell class,count,share of cell area
Tap cell,229,0.0278
Multi-Input combinational cell,861,0.554
Sequential cell,132,0.311
Inverter,52,0.0192
Clock inverter,1,0.000486
Clock buffer,7,0.0129
Timing Repair Buffer,80,0.0751
## state kept, by name, summed over array words and instances (netlist names), 5 cells and up
signal,cells
clock_inst.timer_minutes,6
clock_inst.stopwatch_seconds,6
clock_inst.minutes,6
clock_inst.seconds,6
clock_inst.hours,5
clock_inst.alarm_hours,5
debounce_counter,20
clock_inst.timer_seconds,6
clock_inst.stopwatch_hours,5
clock_inst.debug_alarm_minutes,6
clock_inst.timer_hours,5
clock_inst.alarm_minutes,6
clock_inst.debug_alarm_hours,5
clock_inst.stopwatch_minutes,6
counter,26
## metal layers
metal,part of all wire,wire [µm]
met5,0,0
met4,0.0038,76
met3,0.025,500
met2,0.45,8940
met1,0.53,10600
## per-stage QoR
stage / utilization / setup WS, ns / cell area (µm²) / total power [µW] / instances
finish: 0.566 / 1.09 / 10300 / 428 / 1362
global route: 0.566 / 0.764 / 10300 / 451 / 1362
CTS: 0.566 / 1.13 / 10300 / 435 / 1362
detailed placement: 0.558 / 1.09 / 10200 / 296 / 1354
global placement: 0.558 / 1.21 / 10200 / 296 / 1354
floorplan: - / 3.16 / 9410 / 253 / 1100
## worst register-to-register path, cell delays in order (launching register included)
cell and delay (ns):
sky130_fd_sc_hd__dfxtp_1 0.35, sky130_fd_sc_hd__o31ai_1 0.28, sky130_fd_sc_hd__nand2_1 0.09, sky130_fd_sc_hd__a21oi_1 0.16
sky130_fd_sc_hd__nor2_1 0.08, sky130_fd_sc_hd__nor2_1 0.32, sky130_fd_sc_hd__nand3_1 0.37, sky130_fd_sc_hd__nor2_1 0.25
sky130_fd_sc_hd__nand2_1 0.09, sky130_fd_sc_hd__xnor2_1 0.12, sky130_fd_sc_hd__and2_1 0.15
## power by group through the flow
stage	logic (µW)	registers, µW	clock network (µW)
after CTS	126	167	141
after global routing	140	167	144
final	126	167	136
## layout by cell type, fill, tap and decap left out, drive strengths merged, types with 11 or more instances in the layout
master,instances
xnor2,41
clkdlybuf4s50,69
xor2,22
nand2b,18
nor3,21
nor2b,20
and2,21
mux2i,24
or3,15
dfrtp,111
a211oi,13
dfxtp,21
nor2,103
nand4,26
o21ai,86
buf,11
nand2,120
o22ai,18
o31ai,11
and3,20
inv,52
nand3,44
ha,53
a21oi,54
## worst max-delay path by stage
| stage | startpoint | end | slack (ns) | cells past startpoint |
|---|---|---|---|---|
| 4_1_cts | SW[3] | HEX0[1] | 1.13 | 22 |
| 5_1_grt | SW[3] | HEX0[1] | 0.76 | 22 |
| 6_report | SW[3] | HEX0[1] | 1.09 | 22 |
## cell families after synthesis
logic type / Yosys count / synth area share
buffers and inverters: 107 / 0.0536
DFF: 132 / 0.340
other: 1 / 0.000399
muxes: 31 / 0.0364
and+or+nand+nor: 439 / 0.229
xor gates and xnor gates: 63 / 0.0602
adders and majority gates: 53 / 0.0705
AOI/OAI and AO/OA: 274 / 0.210
Power figures rest on the tool's default switching activity, not on a simulated workload.
